$ cat flow/config.mk
export PLATFORM = sky130hd
export DESIGN_NAME = top_module
export DESIGN_NICKNAME = top_module
export VERILOG_FILES = /design/flow/design.v
export SDC_FILE = /design/flow/constraint.sdc
export NUM_CORES = 4
export LEC_CHECK = 1
export CORE_UTILIZATION = 30
export SYNTH_HDL_FRONTEND = slang
$ cat flow/constraint.sdc
current_design top_module

set clk_period 2.3
set clk_io_pct 0.2

create_clock -name clk0 -period $clk_period [get_ports {clk}]

set non_clock_inputs [all_inputs -no_clocks]
set_input_delay [expr $clk_period * $clk_io_pct] -clock clk0 $non_clock_inputs
set_output_delay [expr $clk_period * $clk_io_pct] -clock clk0 [all_outputs]
$ cat flow/design.v
module block_renderer (
    input logic [9:0] curr_pix_x,
    input logic [9:0] curr_pix_y,
    input logic [3:0] game_grid_array [19:0][9:0],
    output logic [11:0] pixel_color
);
parameter BLOCK_SIZE = 24;
parameter GRID_START_X = 200;
parameter GRID_WIDTH = 240;
parameter GRID_HEIGHT = 480;
parameter GRID_BORDER = 4;
logic [3:0] cell_x;
assign cell_x = (curr_pix_x - GRID_START_X) / BLOCK_SIZE;
logic [4:0] cell_y;
assign cell_y = curr_pix_y / BLOCK_SIZE;
logic [3:0] cell_color;
always_comb begin
    if((curr_pix_x >= GRID_START_X - GRID_BORDER && curr_pix_x < GRID_START_X) || (curr_pix_x >= GRID_START_X + GRID_WIDTH && curr_pix_x < GRID_START_X + GRID_WIDTH + GRID_BORDER) || (curr_pix_y >= 0 && curr_pix_y < GRID_BORDER) || (curr_pix_y >= GRID_HEIGHT && curr_pix_y < GRID_HEIGHT + GRID_BORDER)) begin
            pixel_color = 12'hF00;  
    end else if (curr_pix_x >= GRID_START_X && curr_pix_x < GRID_START_X + GRID_WIDTH) begin
        cell_color = game_grid_array[cell_y][cell_x];
        case(cell_color)
            4'h0: pixel_color = 12'hFFF;  
            4'h1: pixel_color = 12'hF00;  
            4'h2: pixel_color = 12'h0F0;  
            4'h3: pixel_color = 12'h00F;  
            4'h4: pixel_color = 12'hFF0;  
            4'h5: pixel_color = 12'h0FF;  
            4'h6: pixel_color = 12'hF0F;  
            4'h7: pixel_color = 12'h888;  
            default: pixel_color = 12'hFFF;  
        endcase
    end else begin
        pixel_color = 12'h00F;  
    end
end
endmodule
module clock_divider #(parameter DIVIDE_BY = 4)(
    input logic fast_clock,
    output logic slow_clock
);
logic [$clog2(DIVIDE_BY) - 1:0] counter = 0;
always @(posedge fast_clock) begin
    if(counter == DIVIDE_BY - 1) begin
        counter <= 0;
    end else begin
        counter <= counter + 1;
    end
end
assign slow_clock = (counter < (DIVIDE_BY / 2)) ? 1 : 0;
endmodule
module debounce (
    input wire clk,
    input wire noisy,
    output logic clean
);
logic [15:0] shift_reg;
always @(posedge clk) begin
    shift_reg <= {shift_reg[14:0], noisy};
end
assign clean = (shift_reg == 16'hFFFF) ? 1 : 0;
endmodule
module score_display (
    input logic slw_clk,
    input logic rst,
    input logic [15:0] score,
    output logic [3:0] an_cntrl,
    output logic [6:0] seg_cntrl
);
logic [1:0] dig_sel;
always @(posedge slw_clk or posedge rst) begin
    if (rst) begin
        dig_sel <= 2'b00;
    end else begin
        dig_sel <= dig_sel + 1;
    end
end
logic [3:0] dig;
logic [3:0] thousands, hundreds, tens, ones;
always_comb begin
    thousands = (score / 1000) % 10;  
    hundreds = (score / 100) % 10;    
    tens = (score / 10) % 10;          
    ones = score % 10;                 
end
always_comb begin
    case(dig_sel)
        2'b00: begin
            dig = ones;    
            an_cntrl = 4'b1110;  
        end
        2'b01: begin
            dig = tens;    
            an_cntrl = 4'b1101;  
        end
        2'b10: begin
            dig = hundreds;   
            an_cntrl = 4'b1011;  
        end
        2'b11: begin
            dig = thousands;  
            an_cntrl = 4'b0111;  
        end
        default: begin
            dig = 4'b0000;        
            an_cntrl = 4'b1111;   
        end
    endcase
end
segment_decoder seg_dec(
    .digit(dig),
    .seg(seg_cntrl)
);
endmodule
module segment_decoder (
    input  logic [3:0] digit,
    output logic [6:0] seg  
);
  always_comb begin
    case (digit)
      4'd0: seg = 7'b1000000;  
      4'd1: seg = 7'b1111001;  
      4'd2: seg = 7'b0100100;  
      4'd3: seg = 7'b0110000;  
      4'd4: seg = 7'b0011001;  
      4'd5: seg = 7'b0010010;  
      4'd6: seg = 7'b0000010;  
      4'd7: seg = 7'b1111000;  
      4'd8: seg = 7'b0000000;  
      4'd9: seg = 7'b0010000;  
      default: seg = 7'b1111111;  
    endcase
  end
endmodule
module tetris_logic (
    input logic gm_clk,
    input logic gm_rst,
    input logic down, left, right, rott,
    input logic grav_ce,
    output logic [3:0] grid [19:0][9:0],
    output logic [15:0] score
);
reg [2:0] gm_state;
reg [15:0] gm_score;
reg [3:0] gm_memory [19:0][9:0];
reg [2:0] active_block;
reg [1:0] rotate;
logic signed [3:0] active_x;
reg [4:0] active_y;
logic [3:0] active_color;
logic [15:0] shape_map;
logic [15:0] shape_map1;
logic [19:0] rows_to_clear;
logic down_prev, left_prev, right_prev, rott_prev;
logic down_edge, left_edge, right_edge, rott_edge;
always_ff @(posedge gm_clk) begin
    down_prev <= down;
    left_prev <= left;
    right_prev <= right;
    rott_prev <= rott;
end
assign down_edge = down && !down_prev;
assign left_edge = left && !left_prev;
assign right_edge = right && !right_prev;
assign rott_edge = rott && !rott_prev;
function logic [15:0] get_shape(input [2:0] piece_type, input [1:0] piece_rot);
    case(piece_type)
        3'b000: get_shape = (piece_rot[0]) ? 16'b0100010001000100 : 16'b0000111100000000;
        3'b001: get_shape = 16'b0000011001100000;
        3'b010: case(piece_rot)
                    2'b00: get_shape = 16'b0000010011100000;
                    2'b01: get_shape = 16'b0000010001100100;
                    2'b10: get_shape = 16'b0000000011100100;
                    2'b11: get_shape = 16'b0000010011000100;
                endcase
        3'b011: case(piece_rot)
                    2'b00: get_shape = 16'b0100010001100000;
                    2'b01: get_shape = 16'b0111010000000000;
                    2'b10: get_shape = 16'b0011000100010000;
                    2'b11: get_shape = 16'b0000000101110000;
                endcase
        3'b100: case(piece_rot)
                    2'b00: get_shape = 16'b0000001000100110;
                    2'b01: get_shape = 16'b0000100011100000;
                    2'b10: get_shape = 16'b0000011001000100;
                    2'b11: get_shape = 16'b0000000011100010;
                endcase
        3'b101: get_shape = (piece_rot[0]) ? 16'b0000010001100010 : 16'b0000001101100000;
        3'b110: get_shape = (piece_rot[0]) ? 16'b0000001001100100 : 16'b0000011000110000;
        default: get_shape = 16'b0;
    endcase
endfunction
function logic check_collision(input [2:0] piece_type, input [1:0]piece_rot, input logic signed[3:0] piece_x, input [4:0] piece_y);
    shape_map = get_shape(piece_type, piece_rot);
    for (int i = 0; i < 4; i++) begin
        for (int j = 0; j < 4; j++) begin
            if(shape_map[15 - (i*4 + j)]) begin
                automatic int grid_x = piece_x + j;
                automatic int grid_y = piece_y + i;
                if (grid_x < 0 || grid_x > 9 || grid_y > 19) return 1;
                if (grid_y >= 0 && gm_memory[grid_y][grid_x] != 4'b0) return 1;
            end
        end
    end
    return 0;
endfunction
always_ff @(posedge gm_clk) begin
    if (gm_rst) begin
        gm_state <= 3'b000;
    end else begin
        case(gm_state)
            3'b000: begin  
                for(int i = 0; i < 20; i++)
                    for(int j = 0; j < 10; j++)
                        gm_memory[i][j] <= 4'b0;
                gm_score <= 16'b0;
                active_block <= 3'b000;
                gm_state <= 3'b001;
            end
            3'b001: begin  
                if (active_block >= 3'b110) active_block <= 3'b000;
                else active_block <= active_block + 1;
                rotate <= 2'b00;
                active_x <= 4'd4;
                active_y <= 5'd0;
                if (check_collision(active_block, 2'b00, 4'd4, 5'd0))  
                    gm_state <= 3'b101;
                else
                    gm_state <= 3'b010;
            end
            3'b010: begin  
                automatic logic signed [3:0] next_x = active_x;
                automatic logic [4:0] next_y = active_y;
                automatic logic [1:0] next_rot = rotate;
                automatic logic moved_by_player = 1'b0;
                if (left_edge) begin
                    next_x = active_x - 1;
                    moved_by_player = 1'b1;
                end else if (right_edge) begin
                    next_x = active_x + 1;
                    moved_by_player = 1'b1;
                end else if (rott_edge) begin
                    next_rot = rotate + 1;
                    moved_by_player = 1'b1;
                end
                if (moved_by_player && !check_collision(active_block, next_rot, next_x, active_y)) begin
                    active_x <= next_x;
                    rotate <= next_rot;
                end
                if (grav_ce || down_edge) begin  
                    next_y = active_y + 1;
                    if (!check_collision(active_block, rotate, active_x, next_y)) begin
                        active_y <= next_y;  
                    end else begin
                        gm_state <= 3'b011;  
                    end
                end
            end
            3'b011: begin  
                automatic logic [15:0] landed_shape = get_shape(active_block, rotate);
                for (int i = 0; i < 4; i++) begin
                    for (int j = 0; j < 4; j++) begin
                        automatic int gx = $signed(active_x) + j;
                        automatic int gy = active_y + i;
                        if (landed_shape[15-(i*4+j)] && gy >= 0 && gy < 20 && gx >= 0 && gx < 10) begin
                            gm_memory[gy][gx] <= active_block + 1;
                        end
                    end
                end
                gm_state <= 3'b100;
            end
            3'b100: begin  
                automatic int write_row = 19;
                automatic int lines_cleared = 0;
                automatic logic [3:0] new_grid [19:0][9:0];
                for (int i = 0; i < 20; i++) begin
                    for (int j = 0; j < 10; j++) begin
                        new_grid[i][j] = 4'h0;
                    end
                end
                for (int read_row = 19; read_row >= 0; read_row--) begin
                    automatic bit line_is_full = 1'b1;
                    for (int col = 0; col < 10; col++) begin
                        if (gm_memory[read_row][col] == 4'h0) begin
                            line_is_full = 1'b0;
                        end
                    end
                    if (!line_is_full) begin
                        for (int col = 0; col < 10; col++) begin
                            new_grid[write_row][col] = gm_memory[read_row][col];
                        end
                        write_row = write_row - 1;  
                    end else begin
                        lines_cleared = lines_cleared + 1;
                    end
                end
                if (lines_cleared > 0) begin
                    gm_memory <= new_grid;
                    gm_score  <= gm_score + (lines_cleared * lines_cleared * 100);
                end
                gm_state <= 3'b001;
            end
            3'b101: begin  
                if(gm_rst) begin
                    gm_state <= 3'b000;  
                end
            end
            default: begin
                gm_state <= 3'b000;  
            end
        endcase
    end
end
always_comb begin
    automatic logic [3:0] temp_grid [19:0][9:0] = gm_memory;
    case(active_block)
        3'b000: active_color = 4'b0001;
        3'b001: active_color = 4'b0010;
        3'b010: active_color = 4'b0011;
        3'b011: active_color = 4'b0100;
        3'b100: active_color = 4'b0101;
        3'b101: active_color = 4'b0110;
        3'b110: active_color = 4'b0111;
        default: active_color = 4'b0000;
    endcase
    shape_map1 = get_shape(active_block, rotate);
    if (gm_state == 3'b010 || gm_state == 3'b001) begin
        for (int i = 0; i < 4; i++)
            for (int j = 0; j < 4; j++)
                if(shape_map1[15 - (i*4 + j)] && active_y + i < 20 && $signed(active_x) + j >= 0 && $signed(active_x) + j < 10)
                    temp_grid[active_y + i][$signed(active_x) + j] = active_color;
    end
    grid = temp_grid;
    score = gm_score;
end
endmodule
module top_module (
    input logic clk,
    input logic rst,
    input logic btnL, btnU, btnD, btnR,
    output logic vga_hsync,
    output logic vga_vsync,
    output logic [3:0] vga_red,
    output logic [3:0] vga_green,
    output logic [3:0] vga_blue,
    output logic [3:0] an,
    output logic [6:0] seg
);
parameter int CLK_HZ     = 25_000_000;
parameter int GRAVITY_HZ = 2;  
localparam int DIV_N     = CLK_HZ / GRAVITY_HZ;
logic [$clog2(DIV_N)-1:0] grav_cnt;
logic grav_ce;
logic slw;
clock_divider #(.DIVIDE_BY(4)) vga_clk(
    .fast_clock(clk),
    .slow_clock(slw)
);
always_ff @(posedge slw or posedge rst) begin
    if (rst) begin
        grav_cnt <= '0;
        grav_ce  <= 1'b0;
    end else begin
        if (grav_cnt == DIV_N-1) begin
            grav_cnt <= '0;
            grav_ce  <= 1'b1;
        end else begin
            grav_cnt <= grav_cnt + 1;
            grav_ce  <= 1'b0;
        end
    end
end
logic clk_1khz;
logic up_clean, down_clean, left_clean, right_clean;
logic [9:0] x_pos;
logic [9:0] y_pos;
logic active_video;
logic [11:0] rgb;
logic [3:0] game_grid_array [19:0][9:0];  
logic [15:0] score;
clock_divider #(.DIVIDE_BY(100_000)) seg_clk(
    .fast_clock(clk),
    .slow_clock(clk_1khz)
);
debounce db_up(
    .clk(clk),
    .noisy(btnU),
    .clean(up_clean)
);
debounce db_down(
    .clk(clk),
    .noisy(btnD),
    .clean(down_clean)
);
debounce db_left(
    .clk(clk),
    .noisy(btnL),
    .clean(left_clean)
);
debounce db_right(
    .clk(clk),
    .noisy(btnR),
    .clean(right_clean)
);
vga_controller dsply(
    .clk(slw),
    .rst(rst),
    .hsync(vga_hsync),
    .vsync(vga_vsync),
    .x_pos(x_pos),
    .y_pos(y_pos),
    .active(active_video)
);
score_display score_dsp(
    .slw_clk(clk_1khz),
    .rst(rst),
    .score(score),
    .an_cntrl(an),
    .seg_cntrl(seg)
);
block_renderer renderer(
    .curr_pix_x(x_pos),
    .curr_pix_y(y_pos),
    .game_grid_array(game_grid_array),
    .pixel_color(rgb)
);
tetris_logic game(
    .gm_clk(slw),
    .gm_rst(rst),
    .left(left_clean),
    .right(right_clean),
    .down(down_clean),
    .rott(up_clean),
    .grav_ce(grav_ce),
    .grid(game_grid_array),
    .score(score)
);
always_comb begin
    if (active_video) begin
        vga_red   = rgb[11:8];
        vga_green = rgb[7:4];
        vga_blue  = rgb[3:0];
    end else begin
        vga_red   = 4'h0;
        vga_green = 4'h0;
        vga_blue  = 4'h0;
    end
end
endmodule
module vga_controller(
    input wire clk,
    input wire rst,
    output reg hsync,
    output reg vsync,
    output reg [9:0] x_pos,
    output reg [9:0] y_pos,
    output reg active
);
parameter H_VIS = 640;
parameter H_FRONT = 16;
parameter H_SYNC = 96;
parameter H_BACK = 48;
parameter H_TOTAL = H_VIS + H_FRONT + H_SYNC + H_BACK;
parameter V_VIS = 480;
parameter V_FRONT = 10;
parameter V_SYNC = 2;
parameter V_BACK = 33;
parameter V_TOTAL = V_VIS + V_FRONT + V_SYNC + V_BACK;
logic [9:0] h_count;
logic [9:0] v_count;
always @(posedge clk or posedge rst) begin
    if(rst) begin
        h_count <= 0;
        v_count <= 0;
    end else begin
        if(h_count == H_TOTAL - 1) begin
            h_count <= 0;
            if(v_count == V_TOTAL - 1)
                v_count <= 0;
            else
                v_count <= v_count + 1;
        end else begin
            h_count <= h_count + 1;
        end
    end
end
assign hsync = !((h_count >= H_VIS + H_FRONT) && (h_count < H_VIS + H_FRONT + H_SYNC));
assign vsync = !((v_count >= V_VIS + V_FRONT) && (v_count < V_VIS + V_FRONT + V_SYNC));
assign x_pos = (h_count < H_VIS) ? h_count : 0;
assign y_pos = (v_count < V_VIS) ? v_count : 0;
assign active = (h_count < H_VIS) && (v_count < V_VIS);
endmodule
$ cat flow/run.sh
#!/bin/bash
# OpenROAD 26Q1-2900-gdf79404cd8, Yosys 0.63+post, stock flow scripts
make -C /OpenROAD-flow-scripts/flow DESIGN_CONFIG=/design/flow/config.mk WORK_HOME=/design/flow/orfs finish
==> metrics.cfg <==
[drt]
drtIter0Drc = 15
vias = 1533
routed_wl_um = 3382
antenna_left = 0
drt_first_pass_iters = 4
post_drt_wl_per_cell_um = 9.831
antennaDiodeCount = 0
drc = 0
drt-vias-per-instance = 4.456

[logic_synthesis]
ys_sh_xor_pct = 8.989
yosys_cells = 238
top_cell = dfrtn_1
simple_gate_share_pct = 26.13
async_flop_share_pct = 53.66
fa_ha_area_share_pct = 5.583
yosys.area.top_type = dfrtn_1
synth_warnings = 8
synthMuxAreaShare_pct = 0.4467
ys.flops = 41
netlist_area_um2 = 2241
synth_top_area_share_pct = 24.57
ys_seq_share_pct = 41.54
area_leaders = dfrtn_1 25%, dfxtp_1 17%, buf_4 5.7%
synth-edff-count = 0
ys_top_logic_family = simple AND/OR/NAND/NOR gates
ff_type = dfrtn_1
common_cells = 22 x dfrtn_1, 20 x nand2_1, 19 x dfxtp_1
avgSynthCellArea_um2 = 9.416
ys_types = 53
netlist_instances = 238
ys_chip_area_um2 = 2241
synthAoiAreaFrac_pct = 7.426

[timing]
drv_slew = 0
rsz0062_at_grt = no
finalSetupViolCount = 0
finalClockPeriodUsage_pct = 70.48
untimed_endpoints = 40
fin_hold_ws_ns = 0.4210
finalHoldViolCount = 0
period_needed_ns = 1.621
clock-skew-final_ns = 0.002023
fmax_ghz = 0.6169
tns_ns = 0
unclocked_pins = 22

[setup_path]
worstSetupStartpointType = flop
cp_data_required_time_ns = 2.48
criticalPathCategory = flop to flop
cp_slowest_cell = or4_1
r2r_cells = 5
critPathMaxFanout = 5
cp_data_arrival_time_ns = 1.80
critical-path-max-stage-delay_ns = 0.46
cp_cell_sequence = ha_1 > and4_4 > nand2_2 > or4_1 > a21oi_1
endpoint_kind = flop
rr_endpoint = seg_clk.counter[16]$_SDFF_PN0_
ff2ff_setup_slack_ns = 0.68
r2r-start = seg_clk.counter[0]$_SDFF_PN0_

[floorplan]
io_pins = 31
core_um2 = 7253
floorplanUtilization_pct = 30.90
dieArea_um2 = 7819
die_w_um = 88.43
die_y_um = 88.43
row_count = 31

[layout]
syn2layout_area_growth_pct = 10.39
drive_gt1_share_pct = 7.347
regArea_um2 = 930.9
postLayoutCellArea_um2 = 2474
final.fill_count = 747
comb_area_um2 = 1115

[job]
warning_count = 35
max-cap-violations = 0

[grt]
antenna_found_initial = 0
grt_pass1_wl_um = 6099
top_usage_layer = met2
met1_usage_pct = 15.38
grt_max_degree = 23
grt_pass1_vias = 1377
gr-usage-met2_pct = 15.45
use_met3_pct = 0.3784
grt_overflow = 0
grt_usage_pct = 9.565

[clock_tree]
cts_setup_buffers = 0
clkTransAtPathRegs_ns = 0.07
post_cts_resized = 0
clock_latency_ns = 0.25
htreeDepth = 1
cts_max_path_buffers = 2
hold_buffers = 0
cts_tree = yes
root_buffer = clkbuf_8
cts_buffers = 3

[placed_design]
io_buffers = 19
dp_hpwl_um = 2576
placed_area_um2 = 2427
gp_congestion = 0.8066

[power_and_ir_drop]
peakVddDrop_mv = 0.2056
cellLeakagePower_uw = 0.001020
cellPowerDensity_nw_per_um2 = 227.2
total_power_uw = 562.0

[worst_hold_path]
min_path_type = flop to flop
min_from = vga_clk.counter[0]$_SDFF_PN0_
whs_path_depth = 1
holdPathEnd = vga_clk.counter[0]$_SDFF_PN0_

[status]
outcome = completed

[registers in the layout, summed over array words and instances, names as in the netlist]
signal and flops:
dsply.v_count 10, dsply.h_count 10, vga_clk.counter 2, score_dsp.dig_sel 2, seg_clk.counter 17
[critical path: cells and delay by family, from the launching register on]
kind	cells	cell delay, ns
DFF	1	0.36
adders and majority gates	1	0.22
AOI/OAI and AO/OA	1	0.15
and+or+nand+nor	3	0.82
[cells in the final DEF, fill, tap and decap left out, drive strengths merged, types with 3 or more instances in the layout]
cell,Yosys,layout
dfxtp,19,19
nor3,7,7
conb,2,7
o21ai,7,7
nand2,21,21
or4,3,3
nor3b,7,7
and3,4,4
clkbuf,3,3
nor2,17,17
xor2,11,11
nand4,6,6
and4,5,5
ha,10,10
clkdlybuf4s50,0,19
a21oi,3,3
nand3,11,11
dfrtn,22,22
inv,14,14
nand2b,4,4
xnor2,12,12
[final cells by class]
type,count,area share (%)
Clock inverter,1,0.2023
Tap cell,99,5.008
Inverter,14,2.124
Clock buffer,3,1.669
Sequential cell,41,37.63
Timing Repair Buffer,21,8.295
Multi-Input combinational cell,165,45.07
[report_power, final]
| group | total [uW] | internal (uW) | switching [uW] |
|---|---|---|---|
| sequential | 329 | 329 | 0 |
| combinational | 10.4 | 2.73 | 7.64 |
| clock | 223 | 120 | 103 |
| total | 562 | 451 | 110 |
[worst max-delay path by stage]
stage	cells after the start	end	start
CTS	5	seg_clk.counter[16]$_SDFF_PN0_	seg_clk.counter[0]$_SDFF_PN0_
global route	5	seg_clk.counter[16]$_SDFF_PN0_	seg_clk.counter[0]$_SDFF_PN0_
finish	5	seg_clk.counter[16]$_SDFF_PN0_	seg_clk.counter[0]$_SDFF_PN0_
[kinds of logic (layout without fill, tap and decap cells)]
| logic type | Yosys count | count (layout) |
|---|---|---|
| mux | 1 | 1 |
| other cells | 2 | 7 |
| buf+inv | 37 | 39 |
| simple gates | 100 | 100 |
| xor+xnor | 23 | 23 |
| fa+ha+maj | 10 | 10 |
| flops | 41 | 41 |
| compound gates | 24 | 24 |
[routing by layer]
| layer | share of wire, % | up-vias | wire length [um] |
|---|---|---|---|
| li1 | - | 803 | - |
| met1 | 52 | 709 | 1761 |
| met2 | 45 | 21 | 1516 |
| met3 | 3.1 | 0 | 104 |
| met4 | 0 | 0 | 0 |
| met5 | 0 | - | 0 |
[through the flow]
stage / utilization [%] / setup slack (ns) / cells
2_1_floorplan: - / 0.7903 / 243
3_3_place_gp: 33.47 / 0.7082 / 340
3_5_place_dp: 33.47 / 0.6996 / 340
4_1_cts: 34.10 / 0.6803 / 344
5_1_grt: 34.10 / 0.5896 / 344
6_report: 34.10 / 0.6789 / 344
